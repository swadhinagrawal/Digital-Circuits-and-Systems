[flow/design.v]
`timescale 100ns/100ns
module testbench();
	reg clk_1mhz, reset;
	reg [31:0] index;
	wire signed [15:0]  testbench_out;
	initial begin
		clk_1mhz = 1'b0;
		index  = 32'd0;
	end
	always begin
		#5
		clk_1mhz  = !clk_1mhz;
	end
	initial begin
		reset  = 1'b0;
		#100 
		reset  = 1'b1;
		#300
		reset  = 1'b0;
	end
	always @ (posedge clk_1mhz) begin
		index  <= index + 32'd1;
	end
DDS DUT   (.clock(clk_1mhz), 
        .reset(reset),
				.increment({18'h003C, 14'b0}), 
				.phase(8'd0),
				.sine_out(testbench_out));
endmodule
module DDS (clock, reset, increment, phase, sine_out);
input clock, reset;
input [31:0] increment ;
input [7:0]  phase;
output wire signed [15:0] sine_out;
reg [31:0] accumulator;
always@(posedge clock) begin
	if (reset) accumulator <= 0;
	else accumulator <= accumulator + increment  ;
end
sync_rom sineTable(clock, accumulator[31:24]+phase, sine_out);
endmodule
module sync_rom (clock, address, sine);
input clock;
input [7:0] address;
output [15:0] sine;
reg signed [15:0] sine;
always@(posedge clock)
begin
    case(address)
    		8'h00: sine = 16'h0000 ;
			8'h01: sine = 16'h0192 ;
			8'h02: sine = 16'h0323 ;
			8'h03: sine = 16'h04b5 ;
			8'h04: sine = 16'h0645 ;
			8'h05: sine = 16'h07d5 ;
			8'h06: sine = 16'h0963 ;
			8'h07: sine = 16'h0af0 ;
			8'h08: sine = 16'h0c7c ;
			8'h09: sine = 16'h0e05 ;
			8'h0a: sine = 16'h0f8c ;
			8'h0b: sine = 16'h1111 ;
			8'h0c: sine = 16'h1293 ;
			8'h0d: sine = 16'h1413 ;
			8'h0e: sine = 16'h158f ;
			8'h0f: sine = 16'h1708 ;
			8'h10: sine = 16'h187d ;
			8'h11: sine = 16'h19ef ;
			8'h12: sine = 16'h1b5c ;
			8'h13: sine = 16'h1cc5 ;
			8'h14: sine = 16'h1e2a ;
			8'h15: sine = 16'h1f8b ;
			8'h16: sine = 16'h20e6 ;
			8'h17: sine = 16'h223c ;
			8'h18: sine = 16'h238d ;
			8'h19: sine = 16'h24d9 ;
			8'h1a: sine = 16'h261f ;
			8'h1b: sine = 16'h275f ;
			8'h1c: sine = 16'h2899 ;
			8'h1d: sine = 16'h29cc ;
			8'h1e: sine = 16'h2afa ;
			8'h1f: sine = 16'h2c20 ;
			8'h20: sine = 16'h2d40 ;
			8'h21: sine = 16'h2e59 ;
			8'h22: sine = 16'h2f6b ;
			8'h23: sine = 16'h3075 ;
			8'h24: sine = 16'h3178 ;
			8'h25: sine = 16'h3273 ;
			8'h26: sine = 16'h3366 ;
			8'h27: sine = 16'h3452 ;
			8'h28: sine = 16'h3535 ;
			8'h29: sine = 16'h3611 ;
			8'h2a: sine = 16'h36e4 ;
			8'h2b: sine = 16'h37ae ;
			8'h2c: sine = 16'h3870 ;
			8'h2d: sine = 16'h3929 ;
			8'h2e: sine = 16'h39da ;
			8'h2f: sine = 16'h3a81 ;
			8'h30: sine = 16'h3b1f ;
			8'h31: sine = 16'h3bb5 ;
			8'h32: sine = 16'h3c41 ;
			8'h33: sine = 16'h3cc4 ;
			8'h34: sine = 16'h3d3d ;
			8'h35: sine = 16'h3dad ;
			8'h36: sine = 16'h3e14 ;
			8'h37: sine = 16'h3e70 ;
			8'h38: sine = 16'h3ec4 ;
			8'h39: sine = 16'h3f0d ;
			8'h3a: sine = 16'h3f4d ;
			8'h3b: sine = 16'h3f83 ;
			8'h3c: sine = 16'h3fb0 ;
			8'h3d: sine = 16'h3fd2 ;
			8'h3e: sine = 16'h3feb ;
			8'h3f: sine = 16'h3ffa ;
			8'h40: sine = 16'h3fff ;
			8'h41: sine = 16'h3ffa ;
			8'h42: sine = 16'h3feb ;
			8'h43: sine = 16'h3fd2 ;
			8'h44: sine = 16'h3fb0 ;
			8'h45: sine = 16'h3f83 ;
			8'h46: sine = 16'h3f4d ;
			8'h47: sine = 16'h3f0d ;
			8'h48: sine = 16'h3ec4 ;
			8'h49: sine = 16'h3e70 ;
			8'h4a: sine = 16'h3e14 ;
			8'h4b: sine = 16'h3dad ;
			8'h4c: sine = 16'h3d3d ;
			8'h4d: sine = 16'h3cc4 ;
			8'h4e: sine = 16'h3c41 ;
			8'h4f: sine = 16'h3bb5 ;
			8'h50: sine = 16'h3b1f ;
			8'h51: sine = 16'h3a81 ;
			8'h52: sine = 16'h39da ;
			8'h53: sine = 16'h3929 ;
			8'h54: sine = 16'h3870 ;
			8'h55: sine = 16'h37ae ;
			8'h56: sine = 16'h36e4 ;
			8'h57: sine = 16'h3611 ;
			8'h58: sine = 16'h3535 ;
			8'h59: sine = 16'h3452 ;
			8'h5a: sine = 16'h3366 ;
			8'h5b: sine = 16'h3273 ;
			8'h5c: sine = 16'h3178 ;
			8'h5d: sine = 16'h3075 ;
			8'h5e: sine = 16'h2f6b ;
			8'h5f: sine = 16'h2e59 ;
			8'h60: sine = 16'h2d40 ;
			8'h61: sine = 16'h2c20 ;
			8'h62: sine = 16'h2afa ;
			8'h63: sine = 16'h29cc ;
			8'h64: sine = 16'h2899 ;
			8'h65: sine = 16'h275f ;
			8'h66: sine = 16'h261f ;
			8'h67: sine = 16'h24d9 ;
			8'h68: sine = 16'h238d ;
			8'h69: sine = 16'h223c ;
			8'h6a: sine = 16'h20e6 ;
			8'h6b: sine = 16'h1f8b ;
			8'h6c: sine = 16'h1e2a ;
			8'h6d: sine = 16'h1cc5 ;
			8'h6e: sine = 16'h1b5c ;
			8'h6f: sine = 16'h19ef ;
			8'h70: sine = 16'h187d ;
			8'h71: sine = 16'h1708 ;
			8'h72: sine = 16'h158f ;
			8'h73: sine = 16'h1413 ;
			8'h74: sine = 16'h1293 ;
			8'h75: sine = 16'h1111 ;
			8'h76: sine = 16'h0f8c ;
			8'h77: sine = 16'h0e05 ;
			8'h78: sine = 16'h0c7c ;
			8'h79: sine = 16'h0af0 ;
			8'h7a: sine = 16'h0963 ;
			8'h7b: sine = 16'h07d5 ;
			8'h7c: sine = 16'h0645 ;
			8'h7d: sine = 16'h04b5 ;
			8'h7e: sine = 16'h0323 ;
			8'h7f: sine = 16'h0192 ;
			8'h80: sine = 16'h0000 ;
			8'h81: sine = 16'hfe6e ;
			8'h82: sine = 16'hfcdd ;
			8'h83: sine = 16'hfb4b ;
			8'h84: sine = 16'hf9bb ;
			8'h85: sine = 16'hf82b ;
			8'h86: sine = 16'hf69d ;
			8'h87: sine = 16'hf510 ;
			8'h88: sine = 16'hf384 ;
			8'h89: sine = 16'hf1fb ;
			8'h8a: sine = 16'hf074 ;
			8'h8b: sine = 16'heeef ;
			8'h8c: sine = 16'hed6d ;
			8'h8d: sine = 16'hebed ;
			8'h8e: sine = 16'hea71 ;
			8'h8f: sine = 16'he8f8 ;
			8'h90: sine = 16'he783 ;
			8'h91: sine = 16'he611 ;
			8'h92: sine = 16'he4a4 ;
			8'h93: sine = 16'he33b ;
			8'h94: sine = 16'he1d6 ;
			8'h95: sine = 16'he075 ;
			8'h96: sine = 16'hdf1a ;
			8'h97: sine = 16'hddc4 ;
			8'h98: sine = 16'hdc73 ;
			8'h99: sine = 16'hdb27 ;
			8'h9a: sine = 16'hd9e1 ;
			8'h9b: sine = 16'hd8a1 ;
			8'h9c: sine = 16'hd767 ;
			8'h9d: sine = 16'hd634 ;
			8'h9e: sine = 16'hd506 ;
			8'h9f: sine = 16'hd3e0 ;
			8'ha0: sine = 16'hd2c0 ;
			8'ha1: sine = 16'hd1a7 ;
			8'ha2: sine = 16'hd095 ;
			8'ha3: sine = 16'hcf8b ;
			8'ha4: sine = 16'hce88 ;
			8'ha5: sine = 16'hcd8d ;
			8'ha6: sine = 16'hcc9a ;
			8'ha7: sine = 16'hcbae ;
			8'ha8: sine = 16'hcacb ;
			8'ha9: sine = 16'hc9ef ;
			8'haa: sine = 16'hc91c ;
			8'hab: sine = 16'hc852 ;
			8'hac: sine = 16'hc790 ;
			8'had: sine = 16'hc6d7 ;
			8'hae: sine = 16'hc626 ;
			8'haf: sine = 16'hc57f ;
			8'hb0: sine = 16'hc4e1 ;
			8'hb1: sine = 16'hc44b ;
			8'hb2: sine = 16'hc3bf ;
			8'hb3: sine = 16'hc33c ;
			8'hb4: sine = 16'hc2c3 ;
			8'hb5: sine = 16'hc253 ;
			8'hb6: sine = 16'hc1ec ;
			8'hb7: sine = 16'hc190 ;
			8'hb8: sine = 16'hc13c ;
			8'hb9: sine = 16'hc0f3 ;
			8'hba: sine = 16'hc0b3 ;
			8'hbb: sine = 16'hc07d ;
			8'hbc: sine = 16'hc050 ;
			8'hbd: sine = 16'hc02e ;
			8'hbe: sine = 16'hc015 ;
			8'hbf: sine = 16'hc006 ;
			8'hc0: sine = 16'hc001 ;
			8'hc1: sine = 16'hc006 ;
			8'hc2: sine = 16'hc015 ;
			8'hc3: sine = 16'hc02e ;
			8'hc4: sine = 16'hc050 ;
			8'hc5: sine = 16'hc07d ;
			8'hc6: sine = 16'hc0b3 ;
			8'hc7: sine = 16'hc0f3 ;
			8'hc8: sine = 16'hc13c ;
			8'hc9: sine = 16'hc190 ;
			8'hca: sine = 16'hc1ec ;
			8'hcb: sine = 16'hc253 ;
			8'hcc: sine = 16'hc2c3 ;
			8'hcd: sine = 16'hc33c ;
			8'hce: sine = 16'hc3bf ;
			8'hcf: sine = 16'hc44b ;
			8'hd0: sine = 16'hc4e1 ;
			8'hd1: sine = 16'hc57f ;
			8'hd2: sine = 16'hc626 ;
			8'hd3: sine = 16'hc6d7 ;
			8'hd4: sine = 16'hc790 ;
			8'hd5: sine = 16'hc852 ;
			8'hd6: sine = 16'hc91c ;
			8'hd7: sine = 16'hc9ef ;
			8'hd8: sine = 16'hcacb ;
			8'hd9: sine = 16'hcbae ;
			8'hda: sine = 16'hcc9a ;
			8'hdb: sine = 16'hcd8d ;
			8'hdc: sine = 16'hce88 ;
			8'hdd: sine = 16'hcf8b ;
			8'hde: sine = 16'hd095 ;
			8'hdf: sine = 16'hd1a7 ;
			8'he0: sine = 16'hd2c0 ;
			8'he1: sine = 16'hd3e0 ;
			8'he2: sine = 16'hd506 ;
			8'he3: sine = 16'hd634 ;
			8'he4: sine = 16'hd767 ;
			8'he5: sine = 16'hd8a1 ;
			8'he6: sine = 16'hd9e1 ;
			8'he7: sine = 16'hdb27 ;
			8'he8: sine = 16'hdc73 ;
			8'he9: sine = 16'hddc4 ;
			8'hea: sine = 16'hdf1a ;
			8'heb: sine = 16'he075 ;
			8'hec: sine = 16'he1d6 ;
			8'hed: sine = 16'he33b ;
			8'hee: sine = 16'he4a4 ;
			8'hef: sine = 16'he611 ;
			8'hf0: sine = 16'he783 ;
			8'hf1: sine = 16'he8f8 ;
			8'hf2: sine = 16'hea71 ;
			8'hf3: sine = 16'hebed ;
			8'hf4: sine = 16'hed6d ;
			8'hf5: sine = 16'heeef ;
			8'hf6: sine = 16'hf074 ;
			8'hf7: sine = 16'hf1fb ;
			8'hf8: sine = 16'hf384 ;
			8'hf9: sine = 16'hf510 ;
			8'hfa: sine = 16'hf69d ;
			8'hfb: sine = 16'hf82b ;
			8'hfc: sine = 16'hf9bb ;
			8'hfd: sine = 16'hfb4b ;
			8'hfe: sine = 16'hfcdd ;
			8'hff: sine = 16'hfe6e ;
	endcase
end
endmodule
[flow/run.sh]
#!/bin/bash
# OpenROAD 26Q1-2900-gdf79404cd8, Yosys 0.63+post, stock flow scripts
make -C /OpenROAD-flow-scripts/flow DESIGN_CONFIG=/design/flow/config.mk WORK_HOME=/design/flow/orfs finish
[flow/config.mk]
export PLATFORM = sky130hd
export DESIGN_NAME = DDS
export DESIGN_NICKNAME = DDS
export VERILOG_FILES = /design/flow/design.v
export SDC_FILE = /design/flow/constraint.sdc
export NUM_CORES = 4
export LEC_CHECK = 1
export CORE_UTILIZATION = 50
[flow/constraint.sdc]
current_design DDS

set clk_period 11.5
set clk_io_pct 0.2

create_clock -name clk0 -period $clk_period [get_ports {clock}]

set non_clock_inputs [all_inputs -no_clocks]
set_input_delay [expr $clk_period * $clk_io_pct] -clock clk0 $non_clock_inputs
set_output_delay [expr $clk_period * $clk_io_pct] -clock clk0 [all_outputs]
==> run summary <==
Flow results.

- The run finished with clean final reports.
- The total detailed-routing wirelength is about 29000 um.
- The row count is 43.
- The worst relative slew slack is 0.331.
- For this run, the total global-route usage over all layers was measured as 0.406.
- The count of yosys warnings during synthesis is 2.
- In the final timing run, aggregate negative setup slack is 0 ns.
- The part of the Yosys area used for sequential elements is 0.131.
- The hold violation count in the final report is 0.
- Relative to the synthesized area, the layout overhead comes to 11.4%.
- Input and output buffers added on the ports amount to 57.
- The final max-slew violation count recorded for this run is 0.
- For this run, the leading register cell type out of synthesis is sky130_fd_sc_hd__dfxtp_1.
- The stage delay of the slowest cell on the critical path is 0.66 ns.
- At the floorplan stage, the core utilization is reported as 0.515.
- After synthesis the cells add up to 7180 um2.
- The total number of warnings across the stage logs is 36.
- The number of cells upsized or downsized after cts is 0.
- The average cell area after synthesis is approximately 7.0 um2.
- The buffers plus inverters on the worst setup path is 6.
- The count of state elements after synthesis is about 47.
- For the worst setup path, the data arrival time is approximately 7.0 ns.
- The final cell area excluding filler cells is 8000 um2.
- roughly 58 I/O pins were placed.
- The top fanout value on the critical path is 36.
- The number of antenna violations at the first check in global routing is 0.
- The most common logic cells in the final layout are 116 x sky130_fd_sc_hd__a21oi_1, 90 x sky130_fd_sc_hd__nor2_1, 83 x sky130_fd_sc_hd__o21ai_0, 79 x sky130_fd_sc_hd__nand2_1, 57 x sky130_fd_sc_hd__clkdlybuf4s50_1.
- The post-cts hold buffer count is 0.
- For this block, the initial DRC count from the detailed router was 1157.
- Setup repair after global routing left no endpoint under its margin.
- The via count of the first global-routing pass is 8033.
- The script logs the ratio of routed vias to standard cells as 7.29.
- The number of flops mapped to enable cells by yosys is 0.
- The number of remaining DRC errors is 0.
- Counting every instance in the synthesized netlist gives 1029.
- The number of antenna diodes in the final layout is 0.
- The achievable frequency is 147 MHz.
- The endpoint type of the worst setup path is a flop.
- The tree built by TritonCTS fans out to roughly 47 sinks.
- TritonCTS built the clock tree.
- In this run the vertical extent of the chip is 122 um.
- The later pin in the worst-skew pair is clocked with a latency of a little over 0.3 ns.
- The number of distinct library cells after synthesis is 92.
- The tool flagged a number of max-cap violations equal to 0.
- The TritonCTS buffer count is 5.
- The chip occupies between 10000 and 15000 um2.
- The top cell family by delay on the critical path is buffers and inverters.
- The worst hold-check path type is reg2reg.
- The largest individual stage delay along the critical path comes from the cell sky130_fd_sc_hd__clkinv_1.
- The first-pass GRT wire length is 45000 um.
- According to the floorplan report, the placeable core area is 13900 um2.
- The layout summary lists the proportion of cells stronger than drive strength 1 as 0.0708.
- The share of async-settable or async-resettable flops after synthesis is 0.
- The final HPWL from detailed placement is 19700 um.
- The area of the synthesized netlist per yosys stat is 7180 um2.
- The startpoint class of the critical path is a primary input.
- The total via count in the routed design is just under 9000.
- The clock skew is 0.00594 ns.
- The die span in x is 122 um.
- In this run the deepest clock path goes through 2 buffers.
- Entering global routing, the biggest net connects 70 pins.
- The tree is rooted in a sky130_fd_sc_hd__clkbuf_16.
- The instance area after placement is 7830 um2.
- The post-route antenna net violation count is 0.
- Per the cell usage report, the commonest logic cell in the layout is sky130_fd_sc_hd__a21oi_1.
- The clock transition time at the flip-flop clock pins of the worst setup and hold paths is roughly 0.080 ns.
- Per the detail_route report, routed wire per instance is 24.1 um.
- The data required time reported for the critical path is 11.71 ns.
- The final timing summary puts the cycle share of the worst path at 0.594.
- The report lists the cells along the critical path as clkdlybuf4s50_1 > ha_1 > inv_1 > fa_1 > buf_4 > clkinv_1 > ha_1 > buf_4 > inv_1 > nand2_1 > o21ai_0 > a21oi_1 > o211ai_1 > o311ai_1 > a31o_1 > a41o_1.
- Subtracting the final worst setup slack from the clock period gives 6.83 ns.
- RePlAce ended its routability-driven mode at a weighted congestion of 1.08.
- Setup violations remaining at the end of the flow were counted as 0.
- Once the clock tree was built, the setup fixing pass inserted 0 buffers.
- The worst setup path is of the in2reg kind.
- The number of optimization iterations in the first detailed-route pass is 8.
- The CTS H-tree depth is 2.
- The global route stage reports its total congestion overflow as 0.
- The transition time recorded at the tightest slew-check pin is 1.00 ns.
- The yosys cell count is 1029.
-- layer usage --
metal	up-vias	share of wire	global-route usage
met5	-	0	0
met4	0	0.075	0.236
met3	186	0.12	0.131
met2	699	0.43	0.594
met1	3958	0.37	0.524
li1	3980	-	-
-- cell families after synthesis --
| group | share of synthesized area |
|---|---|
| buf+inv | 0.0733 |
| xor+xnor | 0.0389 |
| mux | 0.0221 |
| compound gates | 0.432 |
| simple gates | 0.210 |
| fa+ha+maj | 0.0927 |
| flops | 0.131 |
-- state kept, by name, indices dropped and copies added, names as in the netlist --
name            count
accumulator        32
sineTable.sine     15
-- tightest hold or removal path: stages (launching register included) --
cell	delay [ns]
sky130_fd_sc_hd__dfxtp_1	0.31
sky130_fd_sc_hd__ha_1	0.11
sky130_fd_sc_hd__nor2b_1	0.11
-- worst paths after layout --
| check | slack (ns) | from | cells after the start | to |
|---|---|---|---|---|
| worst max register to register | 6.81 | accumulator[24] | 15 | sineTable.sine[6] |
| worst min-delay path | 0.57 | accumulator[0] | 2 | accumulator[0] |
| worst min register to register | 0.57 | accumulator[0] | 2 | accumulator[0] |
| worst max-delay path | 4.67 | phase[0] | 16 | sineTable.sine[6] |
-- final cells by class --
class                           instances  area [um2]
Fill cell                            1267        5940
Multi-Input combinational cell        864        5770
Sequential cell                        47         941
Timing Repair Buffer                   89         808
Tap cell                              180         225
Clock buffer                            5         125
Inverter                               24        90.1
Clock inverter                          2        37.5
-- stage by stage --
step | std cells | setup WS (ns) | util | hold slack [ns]
finish | 1211 | 4.67 | 0.574 | 0.572
global placement | 1203 | 4.59 | 0.562 | 0.535
detailed placement | 1203 | 4.52 | 0.562 | 0.553
floorplan | 1029 | 6.03 | - | 0.524
global route | 1211 | 4.43 | 0.574 | 0.596
CTS | 1210 | 4.85 | 0.574 | 0.577
-- synth_stat cells (7+ instances only) --
cell type | instances | area (um2)
sky130_fd_sc_hd__a2111oi_0 | 10 | 87.6
sky130_fd_sc_hd__a211o_1 | 8 | 70.1
sky130_fd_sc_hd__a211oi_1 | 29 | 218
sky130_fd_sc_hd__a21o_1 | 23 | 173
sky130_fd_sc_hd__a21oi_1 | 116 | 581
sky130_fd_sc_hd__a221oi_1 | 12 | 105
sky130_fd_sc_hd__a311oi_1 | 12 | 105
sky130_fd_sc_hd__a31oi_1 | 16 | 100
sky130_fd_sc_hd__and3_1 | 7 | 43.8
sky130_fd_sc_hd__buf_2 | 37 | 185
sky130_fd_sc_hd__clkbuf_1 | 46 | 173
sky130_fd_sc_hd__dfxtp_1 | 47 | 941
sky130_fd_sc_hd__ha_1 | 50 | 626
sky130_fd_sc_hd__inv_1 | 20 | 75.1
sky130_fd_sc_hd__mux2_2 | 7 | 78.8
sky130_fd_sc_hd__mux2i_1 | 8 | 80.1
sky130_fd_sc_hd__nand2_1 | 79 | 297
sky130_fd_sc_hd__nand3_1 | 27 | 135
sky130_fd_sc_hd__nand4_1 | 9 | 56.3
sky130_fd_sc_hd__nor2_1 | 90 | 338
sky130_fd_sc_hd__nor2b_1 | 11 | 68.8
sky130_fd_sc_hd__nor3_1 | 51 | 255
sky130_fd_sc_hd__nor4_1 | 9 | 56.3
sky130_fd_sc_hd__o211ai_1 | 15 | 113
sky130_fd_sc_hd__o21a_1 | 11 | 82.6
sky130_fd_sc_hd__o21ai_0 | 83 | 415
sky130_fd_sc_hd__o21ai_1 | 8 | 40.0
sky130_fd_sc_hd__o221ai_1 | 8 | 70.1
sky130_fd_sc_hd__o22ai_1 | 11 | 68.8
sky130_fd_sc_hd__o311ai_0 | 9 | 78.8
sky130_fd_sc_hd__o31ai_1 | 7 | 52.6
sky130_fd_sc_hd__xnor2_1 | 14 | 123
